### ./run.sh
#!/bin/bash
# OpenROAD 26Q1-2900-gdf79404cd8, Yosys 0.63+post, stock flow scripts
make -C /OpenROAD-flow-scripts/flow DESIGN_CONFIG=/design/flow/config.mk WORK_HOME=/design/flow/orfs finish
### ./config.mk
export PLATFORM = sky130hd
export DESIGN_NAME = n8_driver
export DESIGN_NICKNAME = n8_driver
export VERILOG_FILES = /design/flow/design.v
export SDC_FILE = /design/flow/constraint.sdc
export NUM_CORES = 4
export LEC_CHECK = 1
export CORE_AREA = 10 10 100 100
export DIE_AREA = 0 0 110 110
### ./constraint.sdc
current_design n8_driver

set clk_period 2.4
set clk_io_pct 0.2

create_clock -name clk0 -period $clk_period [get_ports {clk}]

set non_clock_inputs [all_inputs -no_clocks]
set_input_delay [expr $clk_period * $clk_io_pct] -clock clk0 $non_clock_inputs
set_output_delay [expr $clk_period * $clk_io_pct] -clock clk0 [all_outputs]
### ./design.v
module n8_driver (
    input clk,
    input data_in,
    output reg latch,
    output reg pulse,
    output reg up,
    output reg down,
    output reg left,
    output reg right,
    output reg select,
    output reg start,
    output reg a,
    output reg b);
    localparam SPEED = 17;  
    reg[7:0] temp;  
    reg save;  
    always@* begin
        if (count < 20) begin
            if(count == 0) begin 
                latch = 0; pulse = 0; save = 0; 
            end
            else if ((count == 1) | (count == 2)) begin
                latch = 1; pulse = 0; save = 0; 
            end
            else if (count == 18) begin 
                latch = 0; pulse = 1; save = 0; 
            end
            else if (count == 19) begin 
                latch = 0; pulse = 0; save = 1; 
            end
            else if (count[0]) begin 
                latch = 0; pulse = 0; save = 0; 
            end
            else   begin 
                latch = 0; pulse = 1; save = 0; 
            end
        end
        else begin 
                latch = 0; pulse = 0; save = 0;
        end
    end
    always @(negedge latch | pulse)
    begin
        temp[7:1] <= temp[6:0];
        temp[0] <= data_in;
    end
    always @(posedge save) 
    begin
        right  = ~temp[0];
        left   = ~temp[1];
        down   = ~temp[2];
        up     = ~temp[3];
        start  = ~temp[4];
        select = ~temp[5];
        b      = ~temp[6];
        a      = ~temp[7];
    end
    reg [SPEED:0] counter;
    always@(posedge clk) counter <= counter + 1;
    reg [8:0] count;  
    always@(posedge counter[SPEED]) begin
        if (count == 30)
            count <= 0;
        else
            count <= count + 1;
    end
endmodule
==> Slide: Implementation Results <==
Key Metrics from the Run

Cells and area
  – Fillers: 841
  – Final core occ: 23.37%
  – Area grow syn2layout: 18.06%
  – Design area: 0.001824 sq mm
  – Max FFs per register: 18
  – Largest regs: counter: 18 flops, count: 9 flops, temp: 8 flops
  – Register with the most flip-flops: counter
  – Share of cells above drive strength 1: 7.051%

Detailed routing
  – Drt total wl: 2.121 mm
  – DRC violation count after routing: 0
  – DR pass1 iterations: 4
  – N_diodes: 0
  – Drt wl/cell: 8.221 um
  – DR iter-0 viols: 9
  – Via count: 923
  – DR vias/cell: 3.578
  – Post-DRT Antenna Nets: 0

Die
  – Die W: 110 um
  – Starting Density: 19.79%
  – Row count: 32
  – Core ar.: 0.007807 sq mm
  – Die area: 0.01210 sq mm
  – IO Pins: 12
  – Die H: 110 um

Placed design
  – I/O Buffers: 11
  – GPL Wtd Cong: 0.7784
  – Area after detailed placement: 0.001769 sq mm
  – Pre-CTS setup slack: 1.036 ns
  – Hpwl dp: 1.642 mm

Setup path
  – Critical path arrival: 1.49 ns
  – Worst-path fanout max: 6
  – R2R setup slack: 1.04 ns
  – Startpoint types: flip-flop
  – CP endpoint kind: flip-flop
  – CP required: 2.53 ns
  – Kind of critical path: flip-flop to flip-flop

Synth
  – Post-synthesis sequential area ratio: 55.71%
  – Flops after synth: 43
  – Gate Count Post-Synth: 144
  – Syn Std Cell Area: 0.001545 sq mm
  – Yosys stat chip area: 0.001545 sq mm
  – Syn. warnings: 1
  – Cell variety after synth: 28
  – Ys cells: 144
  – Syn avg cell area: 10.73 sq um

Flow run
  – Log Warnings: 28
  – Max_cap viols: 0

GRT
  – First-pass GRT wire length: 3.684 mm
  – GRT Util Overall: 3.514%
  – Largest net degree at the start of global routing: 12
  – Antenna violations before repair: 0
  – Total gr overflow: 0
  – Vias in the first global route: 853

STA
  – Register pins left without a clock: 25
  – Min cycle time layout: 1.357 ns
  – Slew headroom: 65.44%
  – Tightest Pin Transition: 0.5179 ns
  – Post-layout period usage: 56.52%
  – Endpoints left unconstrained: 35
  – FMAX: 737.1 MHz
  – Final Max Tran Viols: 0
  – Final setup margin: 1.043 ns
  – RSZ-0062 raised after global routing: false
  – Hold WS: 0.4161 ns
  – Final Hold Violating Endpoints: 0
  – Final setup violation count: 0
  – Layout Skew: 0.001064 ns
  – Setup TNS: 0 ns

CTS
  – CTS HTree Levels: 1
  – CTS max path bufs: 2
  – Clk latency of the worst-skew pair: 0.25 ns
  – CTS Buf Count: 3
  – Clk root buf: clkbuf_8
  – Clock transition at path regs: 0.06 ns
  – Post-cts resize count: 0
  – Postcts setup bufs: 0
  – CTS tree: yes
  – Hold buffers post-CTS: 0

Power and ir drop
  – Sequential Power Share: 55.5%
  – P_int: 445.6 uW
  – Pwr Density: 294.9 mW/mm^2
  – Net switching power: 92.40 uW
  – Sw Share: 17.17%
  – Comb power frac: 0.3%
  – Maximum VDD drop: 0.0005923 V
  – Leak pwr: 0.7669 nW
  – Clk pwr share: 44.2%

Min path
  – Hold WC Path Type: flip-flop to flip-flop

Outcome
  – Status: complete, no violations
layer usage:
layer | GRT usage (%) | routed length, um
met1 | 5.028 | 1143
met2 | 5.588 | 835
met3 | 0.8226 | 131
met4 | 0.1859 | 12
met5 | 0 | 0
final cells by class:
cell class                      instances  area [sq um]  area share, %
Sequential cell                        43         860.8          47.19
Inverter                               12         45.04          2.469
Timing Repair Buffer                   11         110.1          6.036
Multi-Input combinational cell         86         625.6          34.29
Clock buffer                            4         55.05          3.018
Tap cell                              102         127.6          6.996
cell usage in the layout (no fill, tap or decap), drive strengths merged, types with 2 or more instances in the layout:
master / count
dfxtp: 43
xor2: 13
nor2: 13
inv: 12
clkdlybuf4s50: 11
nand3: 11
xnor2: 10
and3: 8
nand2: 7
ha: 5
clkbuf: 4
nor4: 4
a21oi: 2
o211ai: 2
nand4: 2
nor3: 2
worst max-delay path, stage by stage, from the launching register on:
cell and delay, ns:
dfxtp_1 0.44, nand4_4 0.18, nor4_4 0.35, nand3_1 0.14, xnor2_1 0.13
cell usage after synthesis (all sizes together):
library cell / instances / share of area, %
inv: 12 / 2.9
xor2: 13 / 7.4
nor2b: 1 / 0.41
nor4: 4 / 3.4
clkbuf: 1 / 0.24
buf: 2 / 0.65
ha: 5 / 4.0
xnor2: 10 / 5.7
dfxtp: 43 / 56
o2111ai: 1 / 0.57
a22oi: 1 / 0.49
o31ai: 1 / 0.49
o21ai: 1 / 0.32
o22ai: 1 / 0.41
nor3: 2 / 0.97
o221ai: 1 / 0.57
o211ai: 2 / 0.97
nand2: 7 / 1.7
nand3: 11 / 3.9
nand4: 2 / 2.2
nor2: 13 / 3.2
and3: 8 / 3.2
a21oi: 2 / 0.65
power groups by stage:
| stage | clock, mW | sequential, mW | combinational [mW] |
|---|---|---|---|
| after CTS | 0.246 | 0.299 | 0.00167 |
| after global routing | 0.263 | 0.298 | 0.00169 |
| final | 0.238 | 0.299 | 0.00162 |
cells by family (layout without fill, tap and decap cells):
family / after synthesis / after routing / share of synthesized area [%]
buf+inv: 15 / 27 / 3.805
xor+xnor: 23 / 23 / 13.04
flops: 43 / 43 / 55.71
simple gates: 48 / 48 / 18.95
fa+ha+maj: 5 / 5 / 4.049
compound gates: 10 / 10 / 4.454
path summary, 6_finish.rpt:
| check | start | endpoint | depth (start not counted) |
|---|---|---|---|
| setup / recovery | counter[3] | counter[17] | 4 |
| hold / removal | counter[0] | counter[0] | 1 |
| setup reg to reg | counter[3] | counter[17] | 4 |
| hold reg to reg | counter[0] | counter[0] | 1 |
metrics by stage:
stage	std cells	power, mW
final	258	0.5380
after global routing	258	0.5629
after CTS	258	0.5466
after detailed placement	254	0.3070
after global placement	254	0.3073
after floorplan	144	0.3055
Power is estimated from default activity; no workload was simulated.
