==> design.v <==
module clock_divider (clock, reset, divided_clocks);
 input logic reset, clock;
 output logic [31:0] divided_clocks = 0;
 always_ff @(posedge clock) begin
 divided_clocks <= divided_clocks + 1;
 end
endmodule 
==> run.sh <==
#!/bin/bash
# OpenROAD 26Q1-2900-gdf79404cd8, Yosys 0.63+post, stock flow scripts
make -C /OpenROAD-flow-scripts/flow DESIGN_CONFIG=/design/flow/config.mk WORK_HOME=/design/flow/orfs finish
==> config.mk <==
export PLATFORM = sky130hd
export DESIGN_NAME = clock_divider
export DESIGN_NICKNAME = clock_divider
export VERILOG_FILES = /design/flow/design.v
export SDC_FILE = /design/flow/constraint.sdc
export NUM_CORES = 4
export LEC_CHECK = 1
export CORE_AREA = 10 10 91 91
export DIE_AREA = 0 0 101 101
==> constraint.sdc <==
current_design clock_divider

set clk_period 5.4
set clk_io_pct 0.2

create_clock -name clk0 -period $clk_period [get_ports {clock}]

set non_clock_inputs [all_inputs -no_clocks]
set_input_delay [expr $clk_period * $clk_io_pct] -clock clk0 $non_clock_inputs
set_output_delay [expr $clk_period * $clk_io_pct] -clock clk0 [all_outputs]
==> CHANGELOG.md <==
## Implementation

* Initial antenna violation count at 0
* Logic depth of the worst register-to-register path at 5
* Arrival @ worst endpoint at ~1200 ps
* DRC at 0
* Clock Root Buffer: clkbuf_8
* Vias in the first global route at around 970
* Share of the core filled with cells at 28.93%
* Setup slack after placement at between 3000 and 4000 ps
* Port Buffer Count at 32
* Synthesized instance count at 127
* Data required, critical path at 4320 ps
* Fraction of final layout cells sized beyond drive strength 1 at roughly 11%
* Hold Violations, Final at 0
* Instance count along the most critical hold path at 1
* TritonCTS clock tree: yes
* Flip-flop count of the largest register, all copies and words added at 32
* First-pass iteration count of the detailed router at 4
* Relative slew margins at between 60% and 70%
* Type of the tightest min-delay check: reg -> reg
* Filler Cells Inserted at 639
* Fmax at 432.1 MHz
* Chip height at 101 um
* Max-cap check violation count at 0
* Static Leakage at 0.7230 nW
* Yosys reg bits at 32
* Overall die width at 101 um
* Count of flip-flops with a built-in enable after synthesis at 0
* Mean post-synth cell area at 10.38 um2
* Aggregate global-route resource usage at under 10%
* Clock-pin slew on the worst setup and hold paths at 70 ps
* Most used standard cells in the synthesized netlist: dfxtp_1, xor2_1, nand3_1, xnor2_1, nand2_1
* Clock Skews at ~7 ps
* Setup TNS at 0 ps
* Run status: finished, final reports clean
* Synthesized chip area reported by yosys at around 1300 um2
* Wire length per cell after detailed routing at 12.06 um
* Total cells reported by yosys after synthesis at 127
* Total via count in the routed design at 982
* Proportion of synthesized chip area in sequential cells at 48.58%
* Dominant cell area share at just under 50%
* Family with the most delay on the worst path: buffers and inverters
* Die outline area at around 10000 um2
* Routed Antenna Nets at 0
* Total of hold buffers inserted after clock tree synthesis at 0
* Largest registers ranked by flip-flop count: divided_clocks x32
* Area of the mapped netlist at 1319 um2
* Tightest Pin Transition at about 580 ps
* Share of the cycle needed by the critical path after routing at a little over two fifths
* Share of synthesized registers carrying an async set or reset at 0%
* Effective utilization at floorplan at 20.77%
* Main synth FF type: dfxtp_1
* Ordered cell list for the critical path: clkdlybuf4s50_1
* Crit-path max cell delay at between 500 and 600 ps
* Max VDD drop at 0.1294 mV
* Register area at 640.6 um2
* Cell accounting for the most synthesized area: dfxtp_1
* Critical-path top delay cell: clkdlybuf4s50_1
* Total buffers and inverters traversed by the critical path at 1
* Post-CTS sizing at 0
* First-pass GRT wire length at approximately 4900 um
* Worst Hold Margin at 450.0 ps
* Register ranked first by flip-flop count: divided_clocks
* Number of clock buffers inserted by TritonCTS at 5
* Layout overhead on the synthesized area at 39.28%
* Dominant cells by area after synthesis: dfxtp_1, xor2_1, xnor2_1, nor4_2, nand3_1
* Pin count of the biggest net entering global routing at 12
* Core region area at 6350 um2
* Number of diodes added for antenna fixing at 0
* Final tally of max-slew violations at 0
* Initial detailed-routing violation count at 31
* Critical path peak fanout at 6
* Routed via count divided by cell count at just over 4
* Total area of multi-input combinational cells at 634.4 um2
* Clk ins delay skew pair at 280 ps
* Ratio of total power to cell area at between 200 and 300 nW/um2
* H-Tree Depth at 2
* Startpoint kind of the worst setup timing path: flip-flop
* CP Class: reg -> out
* Final setup slack of the worst path at 3086 ps
* Number of cells on the critical path at 1
* Detailed placement HPWL at a little over 2000 um
* Synth Warn # at 1
* Total I/O pin count at 34
* Number of setup violations in the final report at 0
* Congestion Overflow GR at 0
* Most instantiated library cell after synthesis: dfxtp_1
* Critical Path End Type: primary output
* Number of clock sinks at 32
* Largest buffer count on any clock path at 2
* Post-CTS setup buffer count at 0
* Post-layout minimum cycle time at 2314 ps
* Site Rows at 29
* Global placer's final weighted congestion at 0.7514
* Unrepaired setup endpoints after global routing: no
* Distinct cell type count of the synthesized netlist at 24
* Total Routed Length at 2895 um
* Count of warning messages emitted by the tools at 26
-- per-stage QoR --
step	cells	instance area, um2	total power (W)
5_1_grt	240	1837	0.0005086
6_report	240	1837	0.0004869
3_3_place_gp	232	1710	0.0002413
3_5_place_dp	232	1710	0.0002413
2_1_floorplan	127	1319	0.0002413
4_1_cts	240	1837	0.0004975
-- cells by family after synthesis --
kind of cell / Yosys count / share of synthesized area (%)
XOR/XNOR: 30 / 19.92
adder cells (fa/ha/maj): 1 / 0.9486
AND/OR/NAND/NOR: 55 / 27.23
flip-flops: 32 / 48.58
buffers and inverters: 9 / 3.321
-- worst paths after layout --
kind                            slack [ps]                  to          startpoint
worst max-delay path                  3090   divided_clocks[2]   divided_clocks[2]
worst min-delay path                   450  divided_clocks[31]  divided_clocks[31]
worst max register to register        3500  divided_clocks[28]   divided_clocks[0]
worst min register to register         450  divided_clocks[31]  divided_clocks[31]
-- power by group --
part / switching (W) / internal, W
combinational: 0 / 0
sequential: 0 / 0.000236
clock: 0.0000882 / 0.000163
-- layout make-up --
class                   instances  share of cell area, %
multi-input cells              86                  34.54
inverters                       5                  1.022
flip-flops and latches         32                  34.88
clock inverters                 1                  1.635
clock buffers                   7                  5.245
repair buffers                 32                  17.44
well taps                      77                  5.245
-- cells in the final DEF (no fill, tap or decap) --
master,count
clkdlybuf4s50_1,32
and4_1,4
nand2b_1,1
clkbuf_8,7
xor2_1,20
nor3b_1,1
nor4_2,5
or3_4,1
nand3_1,10
nor4_4,1
nor3_1,4
nand3_2,2
bufinv_16,1
or3_1,1
or2_2,1
dfxtp_1,32
inv_1,5
nand4_1,3
xnor2_1,10
nor4_1,4
nor2_1,6
and3_1,2
nand2_1,9
ha_1,1
-- metal layers --
| layer | track usage (%) | share of wire [%] |
|---|---|---|
| met1 | 7.115 | 45 |
| met2 | 9.042 | 42 |
| met3 | 3.534 | 12 |
| met4 | 0.8574 | 0.86 |
| met5 | 0 | 0 |
Power is estimated from default activity; no workload was simulated.
