`config.mk`:
```
export PLATFORM = sky130hd
export DESIGN_NAME = led_matrix_driver
export DESIGN_NICKNAME = led_matrix_driver
export VERILOG_FILES = /design/flow/design.v
export SDC_FILE = /design/flow/constraint.sdc
export NUM_CORES = 4
export LEC_CHECK = 1
export CORE_UTILIZATION = 30
```
`constraint.sdc`:
```
current_design led_matrix_driver

set clk_period 5.2
set clk_io_pct 0.2

create_clock -name clk0 -period $clk_period [get_ports {clock}]

set non_clock_inputs [all_inputs -no_clocks]
set_input_delay [expr $clk_period * $clk_io_pct] -clock clk0 $non_clock_inputs
set_output_delay [expr $clk_period * $clk_io_pct] -clock clk0 [all_outputs]
```
`design.v`:
```
module led_matrix_driver (clock, red_array, green_array, red_driver,
green_driver, row_sink);
	input logic clock;
	input logic [7:0][7:0] red_array, green_array;
	output logic [7:0] red_driver, green_driver, row_sink;
	logic [2:0] count;
	always @(posedge clock)
	 count <= count + 3'b001; 
	 always @(*)
	 case (count) 
	 3'b000: row_sink = 8'b11111110; 
	 3'b001: row_sink = 8'b11111101;
	 3'b010: row_sink = 8'b11111011; 
	 3'b011: row_sink = 8'b11110111; 
	 3'b100: row_sink = 8'b11101111;
	 3'b101: row_sink = 8'b11011111; 
	 3'b110: row_sink = 8'b10111111; 
	 3'b111: row_sink = 8'b01111111;
	 endcase 
	assign red_driver = red_array[count];
	assign green_driver = green_array[count];
endmodule 
```
`run.sh`:
```
#!/bin/bash
# OpenROAD 26Q1-2900-gdf79404cd8, Yosys 0.63+post, stock flow scripts
make -C /OpenROAD-flow-scripts/flow DESIGN_CONFIG=/design/flow/config.mk WORK_HOME=/design/flow/orfs finish
```
==> GITHUB_STEP_SUMMARY <==
### Metrics collected by this job

| Metric | Value |
|---|---|
| Largest net degree at the start of global routing | 34 |
| Core area | 4410 µm² |
| Final GP Congestion | 0.900 |
| Cells in synth_stat.txt | 85 |
| Mapped Cells | around 85 |
| Pre-Repair DR Iteration Count | 4 |
| Adder share | between 4 and 5% |
| Site Rows | 24 |
| Compound Share, Synth | 0% |
| Routed wire per std cell | around 17 µm |
| Fin worst setup slack | 1.48 ns |
| I/O pin cnt | 153 |
| Avg Synthesized Cell Area | between 15 and 20 µm² |
| Die height | 70.1 µm |
| Share of cells above drive strength 1 | 13.2% |
| Clk root buf | clkbuf_8 |
| Power per cell area | 99.5 nW/µm² |
| Die width | 70.1 µm |
| XOR/XNOR Fraction of Synth Area | 0.629% |
| Final HPWL DP | roughly 4.2 mm |
| Seq share, synth | approximately 16% |
| Ranking of synthesized cells by area | mux4_1 45%, dfxtp_1 16%, mux2_2 13% |
| DRC | 0 |
| Crit. End Element | primary output |
| Worst-path clk slew | roughly 0.05 ns |
| Yosys warning count | 1 |
| Number of global-route vias before repair | 1563 |
| Via density per instance | just over 5 |
| CTS sink cnt | 11 |
| Fin crit share | 71.6% |
| Flop2flop setup slack | ~3.7 ns |
| Critical path class | in2out |
| Crit path launch type | primary input |
| Log Warnings | 30 |
| Vias post-DR | between 1000 and 1500 |
| Worst Clk Skew | 0.00124 ns |
| Hold Violations, Final | 0 |
| Max Freq | 269 MHz |
| GRT Total Usage | between 20% and 30% |
| Worst VDD drop | ~65 µV |
| Setup TNS | 0 ns |
| Synthesized registers | 11 |
| Num CTS Buffers | 3 |
| Chip area in the Yosys report | 1390 µm² |
| Final slew viol count | 0 |
| Req. time, crit path | 4.16 ns |
| TritonCTS clock tree | done |
| Final antenna-violating net count | 0 |
| Setup violators final | 0 |
| Top cell type by total area after synthesis | mux4_1 |
| Clk latency late pin | between 0.2 and 0.25 ns |
| Crit path DAT | 2.68 ns |
| First-pass GRT wire length | 7.67 mm |
| Worst-path maximum fanout | 1 |
| Post-CTS sizing | 0 |
| Max Cap Viol | 0 |
| N_diodes | 0 |
| Pleak | approximately 0.0011 µW |
| Pre-CTS WS | 1.48 ns |
| Max-area cell share | between 40% and 50% |
| Setup Buffers After CTS | 0 |
| Die area | 4910 µm² |
| H-Tree Depth | 1 |
| Iter 0 DRT Violations | 43 |
| Top non-seq family | multiplexers |
| Simple-Gate Area Share | 2.16% |
| Worst slew margin | 63.8% |
| Netlist Area Pre-Place | 1390 µm² |
| Number of distinct library cells after synthesis | 13 |
| Post-Route WL | 4.95 mm |
| RSZ-0062 raised after global routing | false |
| Mux share | a little under three quarters |
| Worst min path class | reg2reg |
| Post-synthesis to final-layout area growth | 114% |
| Core Util at FP | 31.5% |
| Overflow after GRT | 0 |
| Outcome | completed |
| Worst-Margin Slew | 0.543 ns |
| Clk buf depth | 2 |
| Port buffer count | between 150 and 200 |
| Post-CTS Hold Buffers | 0 |
| Initial antenna violation count | 0 |
| Min cycle time layout | about 3.7 ns |
-- registers in the layout, summed over array words and instances (netlist names) --
register	count
count	3
row_sink	8
-- worst paths after layout --
| kind | from | endpoint | cells after the start |
|---|---|---|---|
| worst min-delay path | count[1]$_DFF_P_ | row_sink[3]$_SDFF_PP1_ | 2 |
| worst min register to register | count[1]$_DFF_P_ | row_sink[3]$_SDFF_PP1_ | 2 |
| worst max register to register | count[0]$_DFF_P_ | row_sink[7]$_SDFF_PN1_ | 4 |
| worst max-delay path | green_array[18] | green_driver[2] | 4 |
-- per-stage QoR --
step           hold WS (ns)  cell area (µm²)  total power [µW]  cells  util, %
6_report              0.633             2970               296    286     67.3
5_1_grt               0.671             2970               311    286     67.3
4_1_cts               0.632             2970               299    286     67.3
3_5_place_dp          0.619             2930               217    282     66.3
3_3_place_gp          0.608             2930               215    282     66.3
2_1_floorplan         0.589             1390               108     85        -
-- cells in the mapped netlist --
master	number
dfxtp_1	11
mux4_1	24
buf_2	3
ha_1	5
buf_1	1
nand2_1	8
mux4_2	8
mux2_2	16
clkbuf_1	1
inv_2	1
xnor2_1	1
inv_1	2
buf_6	4
-- cell type report --
class,instances,area [µm²]
Fill cell,306,1440
Clock buffer,4,45.0
Sequential cell,11,221
Tap cell,52,65.1
Inverter,3,11.3
Multi-Input combinational cell,62,1090
Timing Repair Buffer,154,1540
-- power breakdown --
| part | switching (µW) | total [µW] | internal [µW] | leakage (µW) |
|---|---|---|---|---|
| combinational | 18.0 | 130 | 112 | 0.000953 |
| clock | 27.1 | 80.5 | 53.4 | 0.0000228 |
| sequential | 0 | 84.6 | 84.6 | 0.0000891 |
| total | 45.1 | 296 | 250 | 0.00107 |
-- routing by layer --
| layer | part of all wire, % | routed length, µm | up-vias | GRT usage, % |
|---|---|---|---|---|
| met5 | 0 | 0 | - | 0 |
| li1 | - | - | 677 | - |
| met2 | 53 | 2630 | 86 | 38.8 |
| met3 | 7.4 | 366 | 10 | 3.65 |
| met1 | 36 | 1790 | 666 | 26.3 |
| met4 | 3.3 | 162 | 0 | 6.00 |
-- cells by family (layout without fill, tap and decap cells) --
family | count (synthesis) | count (layout)
flops | 11 | 11
buf+inv | 12 | 161
xor+xnor | 1 | 1
simple gates | 8 | 8
fa+ha+maj | 5 | 5
mux | 48 | 48
-- critical path, cell delays in order --
cell and delay (ns):
clkdlybuf4s50_1 0.46, mux4_1 0.51, mux2_2 0.27, clkdlybuf4s50_1 0.39
-- cell usage in the layout, fill, tap and decap left out --
| master | count |
|---|---|
| dfxtp_2 | 1 |
| ha_1 | 5 |
| xnor2_1 | 1 |
| buf_4 | 2 |
| mux2_2 | 16 |
| clkbuf_8 | 3 |
| mux4_2 | 8 |
| clkdlybuf4s50_1 | 152 |
| mux4_1 | 24 |
| inv_1 | 2 |
| clkbuf_1 | 1 |
| inv_2 | 1 |
| nand2_1 | 8 |
| dfxtp_1 | 10 |
Power is estimated from default activity; no workload was simulated.
